File: flow/design.v
module Item_One(
    input nickel_in, dime_in, clock, reset,
    output reg nickel_out, dispense
);
    reg [4:0] current_state, next_state;
    localparam  S0  = 5'b00001,
                S5  = 5'b00010,
                S10 = 5'b00100,
                S15 = 5'b01000,
                S20 = 5'b10000;
    always @(posedge clock) begin
        if (reset)
            current_state <= S0;
        else
            current_state <= next_state;
    end
    always @(*) begin
        nickel_out = 0;
        dispense   = 0;
        case(current_state)
            S0:  if(nickel_in) next_state = S5; else if(dime_in) next_state = S10; else next_state = S0;
            S5:  if(nickel_in) next_state = S10; else if(dime_in) next_state = S15; else next_state = S5;
            S10: if(nickel_in) next_state = S15; else if(dime_in) next_state = S20; else next_state = S10;
            S15: next_state = S0;
            S20: next_state = S0;
            default: next_state = S0;
        endcase
        if(current_state == S5 && dime_in) dispense = 1;
        if(current_state == S10 && nickel_in) dispense = 1;
        if(current_state == S10 && dime_in)   {nickel_out, dispense} = 2'b11;
    end
endmodule
module Item_Two(
    input nickel_in, dime_in, clock, reset,
    output reg nickel_out, dispense
);
    reg [5:0] current_state, next_state;
    localparam  S0  = 6'b000001,
                S5  = 6'b000010,
                S10 = 6'b000100,
                S15 = 6'b001000,
                S20 = 6'b010000,
                S25 = 6'b100000;
    always @(posedge clock) begin
        if(reset) current_state <= S0;
        else current_state <= next_state;
    end
    always @(*) begin
        nickel_out = 0; dispense = 0;
        case(current_state)
            S0:  if(nickel_in) next_state = S5; else if(dime_in) next_state = S10; else next_state = S0;
            S5:  if(nickel_in) next_state = S10; else if(dime_in) next_state = S15; else next_state = S5;
            S10: if(nickel_in) next_state = S15; else if(dime_in) next_state = S20; else next_state = S10;
            S15: if(nickel_in) next_state = S20; else if(dime_in) next_state = S25; else next_state = S15;
            S20: next_state = S0;
            S25: next_state = S0;
            default: next_state = S0;
        endcase
        if(current_state==S10 && dime_in) {nickel_out, dispense} = 2'b01;
        if(current_state==S15 && dime_in) {nickel_out, dispense} = 2'b11;
        if(current_state==S15 && nickel_in) dispense = 1;
    end
endmodule
module Item_Three(
    input nickel_in, dime_in, clock, reset,
    output reg nickel_out, dispense
);
    reg [6:0] current_state, next_state;
    localparam  S0  = 7'b0000001,
                S5  = 7'b0000010,
                S10 = 7'b0000100,
                S15 = 7'b0001000,
                S20 = 7'b0010000,
                S25 = 7'b0100000,
                S30 = 7'b1000000;
    always @(posedge clock) begin
        if(reset) current_state <= S0;
        else current_state <= next_state;
    end
    always @(*) begin
        nickel_out = 0; dispense = 0;
        case(current_state)
            S0:  if(nickel_in) next_state = S5; else if(dime_in) next_state = S10; else next_state = S0;
            S5:  if(nickel_in) next_state = S10; else if(dime_in) next_state = S15; else next_state = S5;
            S10: if(nickel_in) next_state = S15; else if(dime_in) next_state = S20; else next_state = S10;
            S15: if(nickel_in) next_state = S20; else if(dime_in) next_state = S25; else next_state = S15;
            S20: if(nickel_in) next_state = S25; else if(dime_in) next_state = S30; else next_state = S20;
            S25: next_state = S0;
            S30: next_state = S0;
            default: next_state = S0;
        endcase
        if(current_state==S15 && dime_in) dispense = 1;
        if(current_state==S20 && nickel_in) dispense = 1;
        if(current_state==S20 && dime_in) {nickel_out, dispense} = 2'b11;
        if(current_state==S25 && nickel_in) dispense = 1;
    end
endmodule
module Item_Four(
    input nickel_in, dime_in, clock, reset,
    output reg nickel_out, dispense
);
    reg [7:0] current_state, next_state;
    localparam  S0  = 8'b00000001,
                S5  = 8'b00000010,
                S10 = 8'b00000100,
                S15 = 8'b00001000,
                S20 = 8'b00010000,
                S25 = 8'b00100000,
                S30 = 8'b01000000,
                S35 = 8'b10000000;
    always @(posedge clock) begin
        if(reset) current_state <= S0;
        else current_state <= next_state;
    end
    always @(*) begin
        nickel_out = 0; dispense = 0;
        case(current_state)
            S0:  if(nickel_in) next_state = S5; else if(dime_in) next_state = S10; else next_state = S0;
            S5:  if(nickel_in) next_state = S10; else if(dime_in) next_state = S15; else next_state = S5;
            S10: if(nickel_in) next_state = S15; else if(dime_in) next_state = S20; else next_state = S10;
            S15: if(nickel_in) next_state = S20; else if(dime_in) next_state = S25; else next_state = S15;
            S20: if(nickel_in) next_state = S25; else if(dime_in) next_state = S30; else next_state = S20;
            S25: if(nickel_in) next_state = S30; else if(dime_in) next_state = S35; else next_state = S25;
            S30: next_state = S0;
            S35: next_state = S0;
            default: next_state = S0;
        endcase
        if(current_state==S15 && dime_in) dispense = 1;
        if(current_state==S20 && dime_in) dispense = 1;
        if(current_state==S25 && nickel_in) dispense = 1;
        if(current_state==S25 && dime_in) {nickel_out, dispense} = 2'b11;
        if(current_state==S30 && nickel_in) dispense = 1;
    end
endmodule
module VendingMachine(
    input [3:0] item_number,
    input nickel_in, dime_in, clock, reset,
    output reg nickel_out, dispense
);
    wire No1, No2, No3, No4;
    wire D1, D2, D3, D4;
    Item_One IO(.nickel_in(nickel_in), .dime_in(dime_in), .clock(clock), .reset(reset), .nickel_out(No1), .dispense(D1));
    Item_Two ITW(.nickel_in(nickel_in), .dime_in(dime_in), .clock(clock), .reset(reset), .nickel_out(No2), .dispense(D2));
    Item_Three ITH(.nickel_in(nickel_in), .dime_in(dime_in), .clock(clock), .reset(reset), .nickel_out(No3), .dispense(D3));
    Item_Four IF(.nickel_in(nickel_in), .dime_in(dime_in), .clock(clock), .reset(reset), .nickel_out(No4), .dispense(D4));
    always @(*) begin
        case(item_number)
            4'b0001: begin nickel_out = No1; dispense = D1; end
            4'b0010: begin nickel_out = No2; dispense = D2; end
            4'b0100: begin nickel_out = No3; dispense = D3; end
            4'b1000: begin nickel_out = No4; dispense = D4; end
            default: begin nickel_out = 0; dispense = 0; end
        endcase
    end
endmodule
File: flow/run.sh
#!/bin/bash
# OpenROAD 26Q1-2900-gdf79404cd8, Yosys 0.63+post, stock flow scripts
make -C /OpenROAD-flow-scripts/flow DESIGN_CONFIG=/design/flow/config.mk WORK_HOME=/design/flow/orfs finish
File: flow/config.mk
export PLATFORM = sky130hd
export DESIGN_NAME = VendingMachine
export DESIGN_NICKNAME = VendingMachine
export VERILOG_FILES = /design/flow/design.v
export SDC_FILE = /design/flow/constraint.sdc
export NUM_CORES = 4
export LEC_CHECK = 1
export CORE_AREA = 10 10 96 96
export DIE_AREA = 0 0 106 106
File: flow/constraint.sdc
current_design VendingMachine

set clk_period 3.3
set clk_io_pct 0.2

create_clock -name clk0 -period $clk_period [get_ports {clock}]

set non_clock_inputs [all_inputs -no_clocks]
set_input_delay [expr $clk_period * $clk_io_pct] -clock clk0 $non_clock_inputs
set_output_delay [expr $clk_period * $clk_io_pct] -clock clk0 [all_outputs]
==> impl_metrics.py <==
# Metrics from the implementation run
metrics = {
    "run_status": {
        "outcome": "complete, no violations",
    },
    "power_and_ir_drop": {
        "p_clk_share_pct": 29.1,
        "switchingPower_mw": 0.135,
        "switching_share_pct": 23.3,
        "power_density_nw_per_um2": 417,
        "ir_drop_mv": 0.119,
        "p_seq_share_pct": 58.7,
        "p_int_mw": 0.443,
        "power_frac_comb_pct": 12.2,
        "leakagePower_nw": 0.522,
        "power_mw": 0.578,
    },
    "floorplan": {
        "ios": 10,
        "fp_util_pct": 16.1,
        "die_w_um": 106,
        "fp.dieArea_um2": 11200,
        "die_h_um": 106,
        "rows": 31,
        "coreArea_um2": 7210,
    },
    "yosys": {
        "mux_share_pct": 8.61,
        "synthSimpleGateAreaFrac_pct": 19.6,
        "yosys_area_um2": 1160,
        "synth_area_per_cell_um2": 8.94,
        "ys_sh_xor_pct": 0,
        "synthCells": 130,
        "syn_area_um2": 1160,
        "synth_flops": 26,
        "top_logic_kind": "AND-OR/OR-AND gates",
        "ys_cells": 130,
        "edf_count": 0,
        "ff_type": "dfxtp_1",
        "ys_sh_adder_pct": 0,
        "async_flop_share_pct": 0,
        "compound_area_share_pct": 20.5,
        "synth.distinct_cells": 25,
        "yosysWarningCount": 5,
        "yosys.stat.seqShare_pct": 44.8,
    },
    "global_routing": {
        "grt_pass1_vias": 884,
        "grt_start_max_net_pins": 21,
        "grt_usage_pct": 4.03,
        "antenna_found_initial": 0,
        "grt_pass1_wl_um": 4020,
        "grt_overflow": 0,
    },
    "timing": {
        "setup_tns_ns": 0,
        "fmax_ghz": 0.321,
        "drv_slew": 0,
        "period_used_pct": 94.5,
        "clock_skew_ns": 0.00238,
        "rsz0062_at_grt": "no",
        "hold_viol_final": 0,
        "setup_viol_count_final": 0,
        "period_needed_ns": 3.12,
        "worst_slew_pin_slew_ns": 0.408,
        "max-slew-margin-rel_pct": 72.7,
    },
    "detailed_routing": {
        "drtIter0Drc": 36,
        "vias": 927,
        "routed_wl_um": 2290,
        "via_per_inst": 3.89,
        "routed.top_layer": "met4",
        "wl_met1_um": 1200,
        "antenna_cells": 0,
        "drcViolationCount": 0,
        "met3_length_um": 84,
        "dr_wl_met2_um": 966,
        "ant_nets": 0,
        "firstDrtPassIters": 4,
        "wl_per_cell_um": 9.61,
    },
    "clock_tree": {
        "clock_latency_ns": 0.26,
        "cts_root_buf": "clkbuf_8",
        "cts.repair.resized": 0,
        "cts-htree-levels": 1,
        "hold_buffers": 0,
        "cts_num_sinks": 26,
        "cts_tree": "done",
        "numCtsBuffers": 3,
        "post_cts_buffers": 0,
        "max-clock-path-buffers": 2,
        "clkTransAtPathRegs_ns": 0.08,
    },
    "critical_path": {
        "worst_setup_path_end_kind": "primary output",
        "r2r_slack_ns": 2.46,
        "worstSetupStartpointType": "input port",
        "cp-endpoint": "dispense",
        "cp_max_fo": 9,
        "critPathKind": "input port to primary output",
        "arrival_ns": 2.46,
        "ff2ff_path_depth": 4,
        "r2r_end": "IF.current_state[3]",
        "required_ns": 2.64,
        "worstSetupStartpoint": "dime_in",
        "r2r-start": "IF.current_state[3]",
    },
    "layout": {
        "layout.cells.non_filler": 238,
        "fin_util_pct": 19.2,
        "syn2layout_area_growth_pct": 19.3,
        "drive_gt1_share_pct": 8.63,
        "layout_top_cell": "nor2_1",
        "final_cell_mix": "31 x nor2_1, 26 x dfxtp_1, 16 x a21oi_1",
    },
    "placement": {
        "place_inst": 235,
        "gp_congestion": 0.742,
        "io_buffers": 9,
        "hpwlAfterDp_um": 1620,
    },
    "hold_path": {
        "hp-class": "flip-flop to flip-flop",
        "holdPathStages": 1,
    },
    "run": {
        "warning_count": 25,
        "maxCapViolations": 0,
    },
}
## final cells by class
type	count	area [um2]
repair buffers	15	135
fillers	813	5830
flip-flops and latches	26	520
clock buffers	3	41.3
well taps	99	124
multi-input cells	95	566
## per-stage QoR
stage	setup WS, ns	hold slack (ns)	cell area (um2)
2_1_floorplan	1.39	0.388	1160
3_3_place_gp	0.215	0.390	1350
3_5_place_dp	0.214	0.400	1350
4_1_cts	0.190	0.419	1390
5_1_grt	0.0134	0.423	1390
6_report	0.182	0.413	1390
## worst min-delay path by stage
stage | end | slack (ns) | start
6_report | ITW.current_state[0] | 0.41 | ITW.current_state[1]
4_1_cts | IO.current_state[0] | 0.42 | IO.current_state[1]
5_1_grt | IO.current_state[0] | 0.42 | IO.current_state[1]
## registers in the layout, summed over array words and instances (netlist names)
name               flops
IF.current_state       8
ITH.current_state      7
IO.current_state       5
ITW.current_state      6
## synthesized netlist by cell type, drive strengths merged (4+ instances only)
| library cell | number | area, um2 |
|---|---|---|
| a2111o | 4 | 45.0 |
| a21oi | 17 | 88.8 |
| a22oi | 6 | 45.0 |
| and3 | 4 | 25.0 |
| buf | 7 | 68.8 |
| dfxtp | 26 | 521 |
| mux2i | 10 | 100 |
| nand2 | 6 | 22.5 |
| nor2 | 32 | 128 |
| o21ai | 5 | 25.0 |
## critical path: stages
cell and delay, ns:
clkdlybuf4s50_1 0.72, o31ai_1 0.14, a21oi_1 0.17, a21oi_1 0.09, o31ai_1 0.18, clkdlybuf4s50_1 0.50
## power groups by stage
stage / Clock (mW) / Sequential (mW) / Combinational, mW
global route: 0.186 / 0.342 / 0.0792
finish: 0.168 / 0.339 / 0.0705
CTS: 0.175 / 0.339 / 0.0709
## kinds of logic after synthesis
group | Yosys count
and+or+nand+nor | 49
AOI/OAI and AO/OA | 36
buffers and inverters | 9
DFF | 26
muxes | 10
## layer usage
layer  up-vias  GRT usage, %
met3         2         0.979
met4         0         0.774
met5         -             0
met2        10          6.10
li1        482             -
met1       433          5.75
Power and IR drop assume default switching activity.
